**run.sh**
```bash
#!/bin/bash
# OpenROAD 26Q1-2900-gdf79404cd8, Yosys 0.63+post, stock flow scripts
make -C /OpenROAD-flow-scripts/flow DESIGN_CONFIG=/design/flow/config.mk WORK_HOME=/design/flow/orfs finish
```
**design.v**
```verilog
module Binary_to_7Segment
(input i_Clk,
input [3:0] i_Binary_Num,
output o_Segment_A,
output o_Segment_B,
output o_Segment_C,
output o_Segment_D,
output o_Segment_E,
output o_Segment_F,
output o_Segment_G);
reg [6:0] r_Hex_Encoding = 7'h00;
always @(posedge i_Clk)
	begin
		case (i_Binary_Num)
			4'b0000 : r_Hex_Encoding <= 7'h7E;
			4'b0001 : r_Hex_Encoding <= 7'h30;
			4'b0010 : r_Hex_Encoding <= 7'h6D;
			4'b0011 : r_Hex_Encoding <= 7'h79;
			4'b0100 : r_Hex_Encoding <= 7'h33;
			4'b0101 : r_Hex_Encoding <= 7'h5B;
			4'b0110 : r_Hex_Encoding <= 7'h5F;
			4'b0111 : r_Hex_Encoding <= 7'h70;
			4'b1000 : r_Hex_Encoding <= 7'h7F;
			4'b1001 : r_Hex_Encoding <= 7'h7B;
			4'b1010 : r_Hex_Encoding <= 7'h77;
			4'b1011 : r_Hex_Encoding <= 7'h1F;
			4'b1100 : r_Hex_Encoding <= 7'h4E;
			4'b1101 : r_Hex_Encoding <= 7'h3D;
			4'b1110 : r_Hex_Encoding <= 7'h4F;
			4'b1111 : r_Hex_Encoding <= 7'h47;
		endcase
	end  
	assign o_Segment_A = r_Hex_Encoding[6];
	assign o_Segment_B = r_Hex_Encoding[5];
	assign o_Segment_C = r_Hex_Encoding[4];
	assign o_Segment_D = r_Hex_Encoding[3];
	assign o_Segment_E = r_Hex_Encoding[2];
	assign o_Segment_F = r_Hex_Encoding[1];
	assign o_Segment_G = r_Hex_Encoding[0];
endmodule  
module Debounce_Switch
	(input i_Clk,
	 input i_Switch,
	 output o_Switch);
	parameter c_DEBOUNCE_LIMIT = 250000;  
	reg r_State = 1'b0;
	reg [17:0] r_Count = 0;
	always @(posedge i_Clk)
		begin
			if (i_Switch !== r_State && r_Count < c_DEBOUNCE_LIMIT)
				r_Count <= r_Count +1;  
			else if (r_Count == c_DEBOUNCE_LIMIT)
				begin
					r_Count <= 0;
					r_State <= i_Switch;
				end
			else
				r_Count <= 0;
		end
	assign o_Switch = r_State;	
endmodule  
module Project_7_Segment_Top
	(input i_Clk,   
	 input i_Switch_1,
	 output o_Segment2_A,
	 output o_Segment2_B,
	 output o_Segment2_C,
	 output o_Segment2_D,
	 output o_Segment2_E,
	 output o_Segment2_F,
	 output o_Segment2_G);
	 wire w_Switch_1;
	 reg r_Switch_1 = 1'b0;
	 reg r_Switch_2 = 1'b0;
	 reg r_Switch_3 = 1'b0;
	 reg r_Switch_4 = 1'b0;
	 reg [3:0] r_Count = 4'b0000;
	 wire w_Segment2_A;
	 wire w_Segment2_B;
	 wire w_Segment2_C;
	 wire w_Segment2_D;
	 wire w_Segment2_E;
	 wire w_Segment2_F;
	 wire w_Segment2_G;
	 Debounce_Switch Debounce_Switch_Inst
	 (.i_Clk(i_Clk),
	  .i_Switch(i_Switch_1),
	  .o_Switch(w_Switch_1));
	 always @ (posedge i_Clk)
	 begin
		r_Switch_1 <= w_Switch_1;
		if( w_Switch_1 == 1'b1 && r_Switch_1 == 1'b0)
			begin
				if (r_Count == 9)
					r_Count <= 0;
				else
					r_Count <= r_Count +1;
			end
	end
	 Binary_to_7Segment Inst
	 (.i_Clk(i_Clk),
	  .i_Binary_Num(r_Count),
	  .o_Segment_A(w_Segment2_A),
	  .o_Segment_B(w_Segment2_B),
	  .o_Segment_C(w_Segment2_C),
	  .o_Segment_D(w_Segment2_D),
	  .o_Segment_E(w_Segment2_E),
	  .o_Segment_F(w_Segment2_F),
	  .o_Segment_G(w_Segment2_G));
	 assign o_Segment2_A = ~w_Segment2_A;
	 assign o_Segment2_B = ~w_Segment2_B;
	 assign o_Segment2_C = ~w_Segment2_C;
	 assign o_Segment2_D = ~w_Segment2_D;
	 assign o_Segment2_E = ~w_Segment2_E;
	 assign o_Segment2_F = ~w_Segment2_F;
	 assign o_Segment2_G = ~w_Segment2_G;
endmodule  
```
**config.mk**
```make
export PLATFORM = sky130hd
export DESIGN_NAME = Project_7_Segment_Top
export DESIGN_NICKNAME = Project_7_Segment_Top
export VERILOG_FILES = /design/flow/design.v
export SDC_FILE = /design/flow/constraint.sdc
export NUM_CORES = 4
export LEC_CHECK = 1
export CORE_AREA = 10 10 96 96
export DIE_AREA = 0 0 106 106
```
**constraint.sdc**
```tcl
current_design Project_7_Segment_Top

set clk_period 2.2
set clk_io_pct 0.2

create_clock -name clk0 -period $clk_period [get_ports {i_Clk}]

set non_clock_inputs [all_inputs -no_clocks]
set_input_delay [expr $clk_period * $clk_io_pct] -clock clk0 $non_clock_inputs
set_output_delay [expr $clk_period * $clk_io_pct] -clock clk0 [all_outputs]
```
==> impl_metrics.yaml <==
# synthesis and place-and-route metrics
sta:
  setup_viol: 0
  fmax_mhz: 608
  post-route-min-period_ns: 1.64
  timing.slew.headroom_pct: 52.0
  rsz0062_at_grt: "no"
  period_used_pct: 74.7
  drv_slew: 0
  finClkSkew_ns: 0.00450
  worstMarginPinSlew_ns: 0.720
  holdWs_ns: 0.416
  tns_ns: 0
  finalHoldViolCount: 0
setup_path:
  r2r-start: "Debounce_Switch_Inst.r_Count[8]"
  r2r-end: "Debounce_Switch_Inst.r_State"
  cp_cell_sequence: "or4_4 > nor4_1"
  startpoint: "Debounce_Switch_Inst.r_Count[8]"
  endpoint: "Debounce_Switch_Inst.r_State"
  cpPeakStageDelay_ns: 0.56
  r2r_slack_ns: 0.56
  ff2ff_path_depth: 2
  startpoint_type: "flop"
  cp_max_fo: 6
  cp_top_family: "simple AND/OR/NAND/NOR gates"
  cp_slowest_cell: "or4_4"
  cp-end-kind: "flop"
  path_depth: 2
  required_ns: 2.15
  critPathBufInv: 0
  crit_type: "reg -> reg"
  crit_arrival_ns: 1.59
die:
  fp_util_pct: 21.2
  io_pins: 9
  dieArea_sq_mm: 0.0112
  die_h_microns: 106
  fp.coreArea_sq_mm: 0.00721
  num_rows: 31
  fp.dieW_microns: 106
route:
  wirelength_mm: 2.53
  via_per_inst: 3.91
  post_drt_wl_per_cell_microns: 9.03
  route.antenna.diode_count: 0
  route.detailed.drc: 0
  drtIter0Drc: 75
  vias: 1096
  dr.pass1.iters: 4
  ant_nets: 0
place:
  gp_congestion: 0.783
  hpwlAfterDp_mm: 1.80
  portBuffers: 8
logic_synthesis:
  yosys_warnings: 3
  syn-cell-area_sq_mm: 0.00153
  ys_seq_share_pct: 43.8
  synthArstFlopShare_pct: 0
  edf_count: 5
  synth-main-ff-cell: "dfxtp_1"
  ys_area_sq_mm: 0.00153
  postSynthCellCount: 172
  ys_cells: 172
  ys.flops: 31
  syn_avg_cell_area_sq_um: 8.91
  ys_types: 32
run:
  warnings: 33
  maxCapViolations: 0
clock_network:
  clock-sinks: 31
  cts_setup_buffers: 0
  cts_buffer_depth: 2
  cts_tree: "yes"
  htree_levels: 2
  clock_latency_ns: 0.28
  root_buffer: "clkbuf_8"
  numCtsBuffers: 5
  clk_pin_slew_worst_paths_ns: 0.07
  cts_hold_buf: 0
  cts_resized: 0
grt:
  grt_pass1_wl_mm: 4.79
  grt_usage_pct: 4.91
  grt_start_max_net_pins: 19
  grt_pass1_vias: 1054
  antenna_found_initial: 0
  overflow: 0
status:
  status: "complete, no violations"
cells_and_area:
  drive_above_1_share_pct: 6.63
  syn_to_final_growth_pct: 18.7
power:
  p_leak_nw: 0.667
  vdd_drop_max_mv: 0.205
  power.density_mw_per_mm2: 649
min_path:
  hp-class: "reg -> reg"
stage by stage:
| stage | power, W | instance area [sq um] | setup slack [ns] | util [%] | cells |
|---|---|---|---|---|---|
| floorplan | 0.000614 | 1530 | 0.709 | - | 172 |
| global placement | 0.000618 | 1700 | 0.542 | 23.6 | 272 |
| detailed placement | 0.000618 | 1700 | 0.548 | 23.6 | 272 |
| CTS | 0.00119 | 1820 | 0.549 | 25.2 | 280 |
| global route | 0.00124 | 1820 | 0.395 | 25.2 | 280 |
| finish | 0.00118 | 1820 | 0.556 | 25.2 | 280 |
sequential cells by signal, indices dropped and copies added, names as in the netlist:
name                          flops
Inst.r_Hex_Encoding               7
r_Switch_1                        1
Debounce_Switch_Inst.r_State      1
r_Count                           4
Debounce_Switch_Inst.r_Count     18
layout by cell type (no fill, tap or decap), types with 6 or more instances in the layout:
master / n
inv_1: 18
ha_1: 10
dfxtp_1: 26
nand2_1: 10
clkdlybuf4s50_1: 8
nand4_1: 6
a21oi_1: 7
nand3_1: 6
nor2_1: 26
clkbuf_8: 6
xnor2_1: 12
how the worst min path moves through the flow:
stage	from	to	slack [ns]	cells after the start
after CTS	Debounce_Switch_Inst.r_State	r_Switch_1	0.42	0
after global routing	Debounce_Switch_Inst.r_State	r_Switch_1	0.44	0
final	Debounce_Switch_Inst.r_State	r_Switch_1	0.42	0
routing by layer:
metal  GRT usage, %  up-vias  share of wire (%)
met5              0        -                  0
met4          0.870        0                1.7
met3           1.96        4                5.5
met2           7.38       13                 44
met1           6.64      487                 49
li1               -      592                  -
where the power goes:
part	internal (W)	switching [W]
Clock	0.000366	0.000208
Sequential	0.000579	0.00000586
Combinational	0.00000883	0.0000127
Total	0.000954	0.000227
cells in the mapped netlist, types with 2 or more instances:
cell type  number  area [sq um]
dfxtp_1        26           521
nor2_1         26          97.6
inv_1          18          67.6
xnor2_1        12           105
ha_1           10           125
nand2_1        10          37.5
a21oi_1         7          35.0
nand3_1         6          30.0
nand4_1         6          37.5
clkbuf_1        5          18.8
edfxtp_1        5           150
nor3_1          5          25.0
nor4_1          5          31.3
nor2b_1         4          25.0
xor2_1          4          35.0
a31oi_1         3          18.8
o21ai_0         3          15.0
a211oi_1        2          15.0
nand2b_1        2          12.5
cells by family after synthesis:
family	after synthesis	share of synthesized area, %
DFF	31	43.8
muxes	1	0.653
xor gates and xnor gates	16	9.14
adders and majority gates	10	8.16
and+or+nand+nor	68	22.1
buffers and inverters	25	6.69
AOI/OAI and AO/OA	21	9.47
worst register-to-register path: stages (launching register included):
cell     delay (ns)
dfxtp_1        0.38
or4_4          0.56
nor4_1         0.37
final cells by class:
| cell class | instances | area [sq um] |
|---|---|---|
| well taps | 99 | 124 |
| inverters | 18 | 67.6 |
| clock inverters | 2 | 35.0 |
| clock buffers | 6 | 82.6 |
| repair buffers | 8 | 80.1 |
| flip-flops and latches | 31 | 671 |
| fillers | 788 | 5400 |
| multi-input cells | 116 | 759 |
Power figures rest on the tool's default switching activity, not on a simulated workload.
